==> flow/design.v <==
module binary_to_gray #(parameter WIDTH = 4) (
    input [WIDTH-1:0] binary,  
    output [WIDTH-1:0] gray    
);
genvar i;
generate
    for (i = 0; i < WIDTH; i = i + 1) begin : gen_gray
        if (i == WIDTH-1) begin
            assign gray[i] = binary[i];  
        end else begin
            assign gray[i] = binary[i+1] ^ binary[i];  
        end
    end
endgenerate
endmodule
module DF_SYNC(
RST,CLK,DATA_IN,SYNC_OUT
);
parameter DATA_WIDTH =4 ;
input RST,CLK;
input  [DATA_WIDTH-1:0] DATA_IN;
output reg [DATA_WIDTH-1:0] SYNC_OUT;
reg [DATA_WIDTH-1:0] temp ;
always @(posedge CLK or negedge RST ) begin
if (!RST) begin
    temp <= 0;
    SYNC_OUT <=0;
end else begin
    temp <= DATA_IN;
    SYNC_OUT <= temp;
end
end
endmodule
module FIFO_MEM_CNTRL (wdata,rdata,wCLKen,waddr
,CLK,raddr);
parameter FIFO_DEPTH=8;
parameter DATA_WIDTH=8;
parameter ADD_WIDTH=3;
input CLK,wCLKen;
input [ADD_WIDTH-1:0]raddr;
input [ADD_WIDTH-1:0]waddr;
input [DATA_WIDTH-1:0] wdata;
output  [DATA_WIDTH-1:0] rdata;
reg [FIFO_DEPTH-1:0] mem [DATA_WIDTH-1:0];
always @(posedge CLK) begin
if(wCLKen)
mem[waddr] <= wdata;    
end
assign rdata = mem[raddr];
endmodule
module FIFO_RD(raddr,rptr,rq2_wptr,rrst_n,rclk,rempty,rinc);
parameter ADD_WIDTH=3;
input  rinc,rclk,rrst_n;
input  [ADD_WIDTH:0] rq2_wptr;
output [ADD_WIDTH-1:0] raddr;
output [ADD_WIDTH:0] rptr;
output reg rempty;
reg [ADD_WIDTH:0] binary_add;
binary_to_gray #(.WIDTH(ADD_WIDTH+1)) converter_block  
(
    .binary(binary_add),  
     .gray(rptr)    
);
always @(posedge rclk or negedge rrst_n ) begin
 if (! rrst_n) begin
     binary_add  <= 0;
     rempty <= 1;
 end else begin
    if (rinc) begin
       binary_add <= binary_add + 1;  
    end
    rempty <= (rptr ==rq2_wptr);
 end   
end   
assign raddr =binary_add[ADD_WIDTH-1:0];
endmodule
module FIFO_WR(
wfull,winc,waddr,wptr,wclk,wrst_n,wq2_rptr
);
parameter ADD_WIDTH=3;
input  winc,wclk,wrst_n;
input  [ADD_WIDTH:0] wq2_rptr;
output  [ADD_WIDTH-1:0] waddr;
output [ADD_WIDTH:0] wptr;
output reg wfull;
reg [ADD_WIDTH:0] binary_add;
binary_to_gray #(.WIDTH(ADD_WIDTH+1)) converter_block  
(
    .binary(binary_add),  
     .gray(wptr)    
);
always @(posedge wclk or negedge wrst_n ) begin
 if (! wrst_n) begin
     binary_add  <= 0;
     wfull <= 0;
 end else begin
    if (winc) begin
       binary_add <= binary_add + 1;  
    end
    wfull <=((wq2_rptr[ADD_WIDTH] != wptr[ADD_WIDTH])
    &(wptr[ADD_WIDTH-1:0]==wq2_rptr[ADD_WIDTH-1:0]));
 end   
end   
assign waddr =binary_add[ADD_WIDTH-1:0];
endmodule
module TOP(W_CLK,W_RST,W_INC,
R_CLK,R_RST,R_INC,WR_DATA,RD_DATA,FULL,EMPTY
);
parameter FIFO_DEPTH=8;
parameter ADD_WIDTH=3;
parameter DATA_WIDTH=8;
input W_CLK,W_RST,W_INC;
input R_CLK,R_RST,R_INC;
input [DATA_WIDTH-1:0] WR_DATA;
output FULL,EMPTY;
output  [DATA_WIDTH-1:0] RD_DATA;
wire [ADD_WIDTH-1:0] waddr,raddr;
wire [ADD_WIDTH:0] wptr,rptr;
wire [ADD_WIDTH:0] wq2_rptr,rq2_wptr;
wire wCLKen;
FIFO_WR B0(
.wfull(FULL),.winc(W_INC),.waddr(waddr),.wptr(wptr),
.wclk(W_CLK),.wrst_n(W_RST),.wq2_rptr(wq2_rptr));
FIFO_RD B1 (.raddr(raddr),.rptr(rptr),.rq2_wptr(rq2_wptr),
.rrst_n(R_RST),.rclk(R_CLK),.rempty(EMPTY),.rinc(R_INC));
DF_SYNC B2(
.RST(R_RST),.CLK(R_CLK),.DATA_IN(wptr),
.SYNC_OUT(rq2_wptr)
);
DF_SYNC B3(
.RST(W_RST),.CLK(W_CLK),.DATA_IN(rptr)
,.SYNC_OUT(wq2_rptr)
);
FIFO_MEM_CNTRL B4 (.wdata(WR_DATA),.rdata(RD_DATA),
.wCLKen(wCLKen),.waddr(waddr)
,.CLK(W_CLK),.raddr(raddr));
and_inv B5 (.in(W_INC),.inv_in(FULL),.out(wCLKen));
endmodule
module and_inv (in,inv_in,out);
 input in,inv_in;
 output out;
 assign out =(!inv_in) & in ;   
endmodule
==> flow/run.sh <==
#!/bin/bash
# OpenROAD 26Q1-2900-gdf79404cd8, Yosys 0.63+post, stock flow scripts
make -C /OpenROAD-flow-scripts/flow DESIGN_CONFIG=/design/flow/config.mk WORK_HOME=/design/flow/orfs finish
==> flow/config.mk <==
export PLATFORM = sky130hd
export DESIGN_NAME = TOP
export DESIGN_NICKNAME = TOP
export VERILOG_FILES = /design/flow/design.v
export SDC_FILE = /design/flow/constraint.sdc
export NUM_CORES = 4
export LEC_CHECK = 1
export CORE_UTILIZATION = 50
==> flow/constraint.sdc <==
current_design TOP

set clk_period 2.9
set clk_io_pct 0.2

create_clock -name clk0 -period $clk_period [get_ports {R_CLK}]
create_clock -name clk1 -period $clk_period [get_ports {W_CLK}]

set non_clock_inputs [all_inputs -no_clocks]
set_input_delay [expr $clk_period * $clk_io_pct] -clock clk0 $non_clock_inputs
set_output_delay [expr $clk_period * $clk_io_pct] -clock clk0 [all_outputs]
==> flow_summary.ini <==
; flow metrics
[global_routing]
grt-ovfl-total = 0
grt.total_usage = 0.183
grt_pass1_wl_um = 8700
grt_max_degree = 21
antenna_found_initial = 0
grt_pass1_vias = 1705

[synth]
synthArstFlopShare = 0.289
synthesis.area_mm2 = 0.00350
edf_count = 64
yosys-top-cells-count = edfxtp_1, dfrtp_1, xor2_1
yosys.area.top_type_share = 0.550
yosys_area_mm2 = 0.00350
yosysMostFrequentCell = edfxtp_1
synth.distinct_cells = 26
ys_cells = 168
avgSynthCellArea_um2 = 20.8
synth-main-ff-cell = edfxtp_1
synthTopCellsByArea = edfxtp_1, dfrtp_1, mux4_1
ys_seq_share = 0.736
top_area_cell = edfxtp_1
synth_cells = 168
yosysWarnings = 4
synth_flops = 90

[setup_path]
crit_path_end_kind = primary output
required_ps = 2320
worstPathArrival_ps = 2060
critPathLaunch = B1.binary_add[0]
path_max_fanout = 19
reg2reg_from = B1.binary_add[1]
cp-start-kind = register
crit_type = register to primary output

[pwr]
p_leak_nw = 1.52
p_comb_frac = 0.309
seq_power_share = 0.452
switching_share = 0.281
switchingPower_mw = 1.16
p_int_mw = 2.98
pwr-share-clk = 0.239
cellPowerDensity_mw_per_mm2 = 1010
ir_drop_mv = 0.528

[cts]
clkTransAtPathRegs_ps = 50
post_cts_buffers = 0
cts_hold_buf = 0
cts_resized = 0
cts.sinks = 90
cts_tree = built

[cells_and_area]
layout.area.comb_um2 = 866
design_area_mm2 = 0.00409
fill_cells = 486
utilization = 0.605
areaGrowthSynthToFinish_pct = 16.9
drive_gt1_frac = 0.210
final-seq-area_mm2 = 0.00257

[routing]
drt_iter0_drc = 93
routed-via-count = 1590
antenna_left = 0
wl_per_cell_um = 19.2
drcViolationCount = 0
wl_um = 5570
antenna-diode-count = 0
firstDrtPassIters = 3
vias_per_cell = 5.48

[floorplan]
fp.dieH_um = 85.6
die_w_um = 85.6
dieArea_mm2 = 0.00733
core_mm2 = 0.00676
std_cell_rows = 30
ioPinCount = 24
fp_util = 0.517

[hold_path]
holdCritPathClass = register to register
min_from = B2.temp[1]

[placed_design]
hpwl_um = 3500
place_area_mm2 = 0.00382
gp_congestion = 0.841
port_buffers = 22

[outcome]
status = complete, no violations

[job]
maxCapViolCount = 0
warnings = 29

[final_timing]
setup_viol = 0
max_slew_margin = 0.538
tightestPinTransition_ps = 693
hold_viol_final = 0
skew_ps = 9.14
rsz0062_at_grt = false
drv_slew = 0
setup-tns-final_ps = 0
layout make-up:
class / count / area share
well taps: 80 / 0.0245
inverters: 2 / 0.00184
clock inverters: 8 / 0.0233
flip-flops and latches: 90 / 0.630
multi-input cells: 70 / 0.212
repair buffers: 28 / 0.0680
clock buffers: 12 / 0.0404
power groups by stage:
stage     sequential, mW  clock (mW)  combinational (mW)
4_1_cts             1.88        1.02                1.31
5_1_grt             1.91        1.09                1.40
6_report            1.87       0.990                1.28
worst paths after layout:
path,endpoint,slack (ps),cells past startpoint
worst max-delay path,RD_DATA[0],260,4
worst min-delay path,B2.SYNC_OUT[1],350,0
worst max register to register,B1.rempty,1260,3
worst min register to register,B2.SYNC_OUT[1],350,0
max in group clk1,B4.mem[6][3],890,3
max in group asynchronous,B1.rempty,1840,1
min in group clk1,B3.SYNC_OUT[3],360,0
min in group asynchronous,B3.temp[2],590,1
metrics by stage:
step,power [mW],instances,setup slack (ps),hold WS [ps]
2_1_floorplan,2.71,168,962,284
3_3_place_gp,3.14,270,513,332
3_5_place_dp,3.20,270,505,335
4_1_cts,4.20,290,240,347
5_1_grt,4.39,290,177,349
6_report,4.14,290,259,346
flip-flops by register name, indices dropped and copies added (netlist names):
signal / flops
B0.wfull: 1
B2.SYNC_OUT: 4
B3.SYNC_OUT: 4
B2.temp: 4
B1.rempty: 1
B0.binary_add: 4
B4.mem: 64
B3.temp: 4
B1.binary_add: 4
cells by family after synthesis:
group | share of synthesized area
flip-flops | 0.736
multiplexers | 0.149
AND/OR/NAND/NOR | 0.0322
XOR/XNOR | 0.0376
buffers and inverters | 0.0161
adder cells (fa/ha/maj) | 0.0251
AND-OR/OR-AND | 0.00358
per-layer routing:
metal / vias up / track usage / part of all wire
met1: 776 / 0.254 / 0.39
met3: 4 / 0.147 / 0.14
met2: 83 / 0.256 / 0.46
met4: 0 / 0.0182 / 0.0070
met5: - / 0 / 0
li1: 727 / - / -
worst max-delay path, cell delays in order (launching register included):
cell,delay [ps]
dfrtp_1,360
buf_12,190
mux4_1,560
mux2_4,290
clkdlybuf4s50_1,410
cell usage in the layout, fill, tap and decap left out, drive strengths merged:
| master | n |
|---|---|
| clkdlybuf4s50 | 22 |
| nor2b | 1 |
| buf | 6 |
| nand3 | 3 |
| mux4 | 16 |
| ha | 7 |
| edfxtp | 64 |
| nor4 | 1 |
| xor2 | 10 |
| mux2 | 9 |
| and3 | 2 |
| o21ai | 1 |
| xnor2 | 5 |
| a211oi | 1 |
| nand2 | 4 |
| dfstp | 1 |
| inv | 7 |
| or3 | 1 |
| bufinv | 1 |
| clkbuf | 12 |
| nor2 | 4 |
| nand2b | 3 |
| clkinv | 2 |
| dfrtp | 25 |
| and3b | 2 |
No activity file was given, so power comes from the tool's default toggle rates.
